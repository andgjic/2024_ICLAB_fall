===== flow/run.sh =====
#!/bin/bash
# OpenROAD 26Q1-2900-gdf79404cd8, Yosys 0.63+post, stock flow scripts
make -C /OpenROAD-flow-scripts/flow DESIGN_CONFIG=/design/flow/config.mk WORK_HOME=/design/flow/orfs finish

===== flow/config.mk =====
export PLATFORM = sky130hd
export DESIGN_NAME = BB
export DESIGN_NICKNAME = BB
export VERILOG_FILES = /design/flow/design.v
export SDC_FILE = /design/flow/constraint.sdc
export NUM_CORES = 4
export LEC_CHECK = 1
export CORE_UTILIZATION = 30

===== flow/constraint.sdc =====
current_design BB

set clk_period 4.2
set clk_io_pct 0.2

create_clock -name clk0 -period $clk_period [get_ports {clk}]

set non_clock_inputs [all_inputs -no_clocks]
set_input_delay [expr $clk_period * $clk_io_pct] -clock clk0 $non_clock_inputs
set_output_delay [expr $clk_period * $clk_io_pct] -clock clk0 [all_outputs]

===== flow/design.v =====
module BB(
           input clk,
           input rst_n,
           input in_valid,
           input [1:0] inning,    
           input half,            
           input [2:0] action,    
           output reg out_valid,   
           output reg [7:0] score_A,   
           output reg [7:0] score_B,   
           output reg [1:0] result     
       );
reg c_s, n_s;
reg in_valid_delay;
reg ovf;
reg [2:0] base;
reg [6:0] base_reg;              
reg [3:0] score [1:0];           
reg [2:0] score_reg;
reg [2:0] score_hold;
reg [1:0] out, out_reg;
always @(posedge clk or negedge rst_n)
begin
    if(!rst_n)
        in_valid_delay <= 0;
    else
        in_valid_delay <= in_valid;
end
always @(posedge clk or negedge rst_n)
begin
    if(!rst_n)
        base <= 0;
    else if(out_reg == 3)
        base <= 0;
    else if(in_valid)
        base <= base_reg;
end
always @(*)
begin
    case(action)
        3'd0:
        begin
            if(!base[0])
                base_reg = {4'b0, base[2:1], 1'b1};
            else if(!base[1])
                base_reg = {4'b0, base[2], 2'b11};
            else if(!base[2])
                base_reg = {4'b0, 3'b111};
            else
                base_reg = {1'b1, base};
        end
        3'd1:
        begin
            if(out[1])
                base_reg = {2'b0,base[2:1],base[0],2'b01};
            else
                base_reg = {3'b0,base[2],base[1:0],1'b1};
        end
        3'd2:
        begin
            if(out[1])
                base_reg = {1'b0,base,3'd2};
            else
                base_reg = {2'b0,base[2:1],base[0],2'b10};
        end
        3'd3:
            base_reg = {1'b0,base,3'd4};
        3'd4:
            base_reg = {base,1'b1,3'd0};
        3'd5:
            base_reg = {3'b0,base[2],base[1:0],1'b0};
        3'd6:
        begin
            if(out[1] || (out[0] && base[0]))
                base_reg = 0;
            else
                base_reg = {3'b0,base[2],base[1],2'b00};
        end
        3'd7:
        begin
            if(!out[1] && base[2])
                base_reg = {3'b0,base[2],1'b0,base[1:0]};
            else
                base_reg = {4'b0,1'b0,base[1:0]};
        end
        default:
            base_reg = 0;
    endcase
end
always @(posedge clk or negedge rst_n)
begin
    if(!rst_n)
        {score[1], score[0]} <= 0;
    else if(in_valid && !half)            
        score[0] <= {ovf,score_reg};      
    else if(in_valid && half)
    begin
        if(inning == 3 && score_hold > score[0])
            score[1] <= score_hold;
        else
            score[1] <= score_reg;
    end
    else if(!in_valid_delay)
        {score[1], score[0]} <= 0;
end
always @(posedge clk or negedge rst_n)
begin
    if(!rst_n)
        score_hold <= 0;
    else if(in_valid && !half)
        score_hold <= score[1];
end
always @(*)
begin
    {ovf,score_reg} = score[half] + base_reg[6] + base_reg[5] + base_reg[4] + base_reg[3];
end
always @(posedge clk or negedge rst_n)
begin
    if(!rst_n)
        out <= 0;
    else if(out_reg == 3)
        out <= 0;
    else if(in_valid)
        out <= out_reg;
end
always @(*)
begin
    if(action[2]&action[0])          
        out_reg = out + 1;
    else if(action[2]&action[1])     
    begin
        if(base[0])
            out_reg = out + 2;
        else
            out_reg = out + 1;
    end
    else
        out_reg = out;
end
always @(*)
begin
    score_A = score[0];
    score_B = score[1];
end
always @(posedge clk or negedge rst_n)
begin
    if(!rst_n)
        out_valid <= 0;
    else if(!in_valid && in_valid_delay)
        out_valid <= 1;
    else
        out_valid <= 0;
end
always @(posedge clk or negedge rst_n)
begin
    if(!rst_n)
        result <= 0;
    else if(!in_valid && in_valid_delay)
    begin
        if(score[1] > score[0])
            result <= 1;
        else if(score[1] == score[0])
            result <= 2;
        else
            result <= 0;
    end
    else
        result <= 0;
end
endmodule

==> results.toml <==
# physical design summary
[run_status]
status = "complete, no violations"

[routing]
drt_wl_total_um = 3090
first_pass_iters = 4
diodes = 0
wl_per_cell_um = 11.8
num_vias = 1243
drcViolationCount = 0
detail-route-antenna-nets = 0
vias_per_cell = 4.74
drt_iter0_markers = 68

[floorplanning]
chipArea_mm2 = 0.00547
io_pins = 28
rows = 25
core_area_mm2 = 0.00485
fp_util_pct = 32.0
fp.dieH_um = 73.9
die_w_um = 73.9

[cts]
cts_buffers = 3
htreeDepth = 1
clock_sinks = 19
postCtsSetupRepairBufs = 0
clk_latency_ps = 250
ctsRootBufferMaster = "clkbuf_8"
clockBufferDepth = 2
clk_pin_slew_ps = 70
cts_tree = "yes"
cts_hold_buf = 0
cts_resized = 0

[yosys]
ys_sh_simple_pct = 18.6
largest_area_cell = "dfrtp_1"
synthDistinctLibCells = 49
top_cells_by_area = "dfrtp_1, nand2_1, ha_1"
edf_count = 0
syn-cell-area_mm2 = 0.00155
ys_sh_adder_pct = 10.3
mux_share_pct = 4.11
ys_area_mm2 = 0.00155
top_cells_by_count = "nand2_1, dfrtp_1, buf_4, inv_1, o21ai_0"
yosysTopAreaCellShare_pct = 30.6
most_common_cell = "nand2_1"
ys_ff = 19
ys_async_sr_fraction_pct = 100
logic_family = "AND-OR/OR-AND gates"
ys.flop_type = "dfrtp_1"
ys_sh_aoi_pct = 22.5
synth.avg_cell_area_um2 = 8.63
yosysCellCount = 180
postSynthCellCount = 180
yosysWarnings = 2
xor_area_share_pct = 2.74
postSynthSeqShare_pct = 30.6

[timing]
post-route-min-period_ps = 3760
slew_headroom_pct = 64.5
slew_viol_final = 0
period_used_pct = 89.4
worst_clock_skew_ps = 2.17
rsz0062_at_grt = "false"
fmax_ghz = 0.266
setup_viol = 0
hold_viol = 0
tns_ps = 0
tightestPinTransition_ps = 529

[hold_path]
hold_depth = 1
hold_start = "score_hold[2]$_DFFE_PN0P_"
hold-path-endpoint = "score_hold[2]$_DFFE_PN0P_"
worst_hold_path_type = "flop to flop"

[cells_and_area]
final_cells = 262
fillerInstances = 496
drive_gt1_share_pct = 9.23
register_area_um2 = 475
mi_logic_area_um2 = 938
areaGrowthSynthToFinish_pct = 15.9
largest_register_ffs = 7

[power_and_ir_drop]
power_density_mw_per_mm2 = 494
ir_drop_mv = 0.194
p_leak_nw = 0.762

[grt]
grt_max_degree = 20
grt_pass1_wl_um = 5570
grt_antenna_before_repair = 0
track_usage_pct = 13.1
overflow = 0
grt_pass1_vias = 1176

[setup_path]
critPathMaxFanout = 15
end_kind = "flop"
cp.required_ps = 4370
r2r_slack_ps = 940
cp-start-kind = "input pin"
worstRegToRegCells = 12
r2r_start = "out[1]$_DFFE_PN0P_"
regToRegEndpoint = "score[0][1]$_DFFE_PN0P_"
crit_type = "input pin to flop"
cp_data_arrival_time_ps = 3930

[placement]
gp_congestion = 0.861
io_buffer_count = 18
dp_cells = 258
hpwl_um = 2280

[flow_run]
max_cap_viol_count = 0
openroad.warnings = 25
cell type report:
cell class | count | share of cell area (%)
clock buffers | 3 | 2.29
inverters | 12 | 2.50
repair buffers | 22 | 11.7
flip-flops and latches | 19 | 26.4
well taps | 67 | 4.66
clock inverters | 1 | 0.278
multi-input cells | 138 | 52.2
worst max-delay path, cell delays in order:
cell             delay [ps]
clkdlybuf4s50_1         650
a211o_1                 330
a21oi_1                 140
o21ai_1                 110
fa_1                    540
inv_1                    50
fa_1                    430
inv_1                    80
fa_1                    420
o21ai_0                 180
nand2_1                  70
o21ai_0                  90
report_power, final:
group / total (mW) / internal [mW] / switching, mW / leakage (nW)
clock network: 0.125 / 0.0659 / 0.0592 / 0.0255
logic: 0.442 / 0.240 / 0.202 / 0.487
registers: 0.322 / 0.240 / 0.0817 / 0.250
per-stage QoR:
step | util [%] | area [um2] | total power, mW | setup slack (ps) | hold slack [ps]
after floorplan | - | 1580 | 0.624 | 728 | 471
after global placement | 36.2 | 1750 | 0.766 | 210 | 517
after detailed placement | 36.2 | 1750 | 0.768 | 182 | 524
after CTS | 37.1 | 1800 | 0.905 | 440 | 542
after global routing | 37.1 | 1800 | 0.995 | 157 | 577
final | 37.1 | 1800 | 0.889 | 444 | 541
cell usage in the layout (no fill, tap or decap), types with 3 or more instances in the layout:
cell type / Yosys / layout
buf_4: 11 / 4
clkbuf_8: 0 / 3
clkdlybuf4s50_1: 0 / 18
nand2b_1: 5 / 5
nand2_1: 28 / 28
o2111ai_1: 3 / 3
mux2i_1: 3 / 3
inv_1: 11 / 11
conb_1: 1 / 9
nor3_1: 3 / 3
o21a_1: 3 / 3
nand3_1: 5 / 5
ha_1: 8 / 8
nor2b_1: 5 / 5
dfrtp_1: 19 / 19
o21ai_0: 10 / 10
o21ai_1: 5 / 5
a21oi_1: 6 / 6
mux2_2: 3 / 3
fa_1: 3 / 3
nor2_1: 6 / 6
how the worst max path moves through the flow:
stage	from	end	slack [ps]	cells after the start
finish	action[1]	score[0][1]$_DFFE_PN0P_	440	12
CTS	action[1]	score[0][1]$_DFFE_PN0P_	440	12
global route	action[1]	score[0][1]$_DFFE_PN0P_	160	13
layer usage:
| layer | GRT usage, % | wire [um] | vias up |
|---|---|---|---|
| met5 | 0 | 0 | - |
| met4 | 0.641 | 18 | 0 |
| met3 | 3.02 | 127 | 2 |
| met2 | 19.3 | 1340 | 23 |
| met1 | 21.1 | 1600 | 572 |
| li1 | - | - | 646 |
cells by family after synthesis:
| logic type | after synthesis |
|---|---|
| AND-OR/OR-AND | 48 |
| XOR/XNOR | 4 |
| adder cells (fa/ha/maj) | 11 |
| buffers and inverters | 31 |
| flip-flops | 19 |
| multiplexers | 6 |
| other | 1 |
| AND/OR/NAND/NOR | 60 |
No activity file was given, so power comes from the tool's default toggle rates.
