[./run.sh]
#!/bin/bash
# OpenROAD 26Q1-2900-gdf79404cd8, Yosys 0.63+post, stock flow scripts
make -C /OpenROAD-flow-scripts/flow DESIGN_CONFIG=/design/flow/config.mk WORK_HOME=/design/flow/orfs finish
[./config.mk]
export PLATFORM = sky130hd
export DESIGN_NAME = SSC
export DESIGN_NICKNAME = SSC
export VERILOG_FILES = /design/flow/design.v
export SDC_FILE = /design/flow/constraint.sdc
export NUM_CORES = 4
export LEC_CHECK = 1
export CORE_UTILIZATION = 30
[./constraint.sdc]
current_design SSC

set clk_period 43.7
set clk_io_pct 0.2

create_clock -name clk0 -period $clk_period

set non_clock_inputs [all_inputs -no_clocks]
set_input_delay [expr $clk_period * $clk_io_pct] -clock clk0 $non_clock_inputs
set_output_delay [expr $clk_period * $clk_io_pct] -clock clk0 [all_outputs]
[./design.v]
module SSC(
           card_num,
           input_money,
           snack_num,
           price,
           out_valid,
           out_change
       );
input [63:0] card_num;
input [8:0] input_money;
input [31:0] snack_num;
input [31:0] price;
output out_valid;
output [8:0] out_change;
wire [4:0]card_odd  [7:0];
wire [4:0]card_shift[7:0];
wire [3:0]card_even [7:0];
wire [7:0]sum;
reg output_valid;
wire f7_6, f7_5, f7_4, f7_3, f7_2, f7_1, f7_0;
wire f6_7, f6_5, f6_4, f6_3, f6_2, f6_1, f6_0;
wire f5_7, f5_6, f5_4, f5_3, f5_2, f5_1, f5_0;
wire f4_7, f4_6, f4_5, f4_3, f4_2, f4_1, f4_0;
wire f3_7, f3_6, f3_5, f3_4, f3_2, f3_1, f3_0;
wire f2_7, f2_6, f2_5, f2_4, f2_3, f2_1, f2_0;
wire f1_7, f1_6, f1_5, f1_4, f1_3, f1_2, f1_0;
wire f0_7, f0_6, f0_5, f0_4, f0_3, f0_2, f0_1;
wire [2:0]addr_7, addr_6, addr_5, addr_4, addr_3, addr_2, addr_1, addr_0;
wire [7:0]total     [7:0];
reg  [7:0]total_sort[7:0];
reg  [8:0]remain;
reg  [8:0]buy       [7:0];
assign card_shift[7] = card_num[63:60]<<1;
assign card_shift[6] = card_num[55:52]<<1;
assign card_shift[5] = card_num[47:44]<<1;
assign card_shift[4] = card_num[39:36]<<1;
assign card_shift[3] = card_num[31:28]<<1;
assign card_shift[2] = card_num[23:20]<<1;
assign card_shift[1] = card_num[15:12]<<1;
assign card_shift[0] = card_num[7:4]<<1;
assign card_odd [7] = (card_shift[7] >= 10) ? card_shift[7] - 9 : card_shift[7];
assign card_even[7] = card_num[59:56];
assign card_odd [6] = (card_shift[6] >= 10) ? card_shift[6] - 9 : card_shift[6];
assign card_even[6] = card_num[51:48];
assign card_odd [5] = (card_shift[5] >= 10) ? card_shift[5] - 9 : card_shift[5];
assign card_even[5] = card_num[43:40];
assign card_odd [4] = (card_shift[4] >= 10) ? card_shift[4] - 9 : card_shift[4];
assign card_even[4] = card_num[35:32];
assign card_odd [3] = (card_shift[3] >= 10) ? card_shift[3] - 9 : card_shift[3];
assign card_even[3] = card_num[27:24];
assign card_odd [2] = (card_shift[2] >= 10) ? card_shift[2] - 9 : card_shift[2];
assign card_even[2] = card_num[19:16];
assign card_odd [1] = (card_shift[1] >= 10) ? card_shift[1] - 9 : card_shift[1];
assign card_even[1] = card_num[11:8];
assign card_odd [0] = (card_shift[0] >= 10) ? card_shift[0] - 9 : card_shift[0];
assign card_even[0] = card_num[3:0];
assign sum = card_odd[7]+card_even[7]+card_odd[6]+card_even[6]+card_odd[5]+card_even[5]+card_odd[4]+card_even[4]+
       card_odd[3]+card_even[3]+card_odd[2]+card_even[2]+card_odd[1]+card_even[1]+card_odd[0]+card_even[0];
assign out_valid = output_valid;
always @(*)
begin
    case(sum)
        8'd140:
            output_valid = 1;
        8'd130:
            output_valid = 1;
        8'd120:
            output_valid = 1;
        8'd110:
            output_valid = 1;
        8'd100:
            output_valid = 1;
        8'd90:
            output_valid = 1;
        8'd80:
            output_valid = 1;
        8'd70:
            output_valid = 1;
        8'd60:
            output_valid = 1;
        8'd50:
            output_valid = 1;
        8'd40:
            output_valid = 1;
        8'd30:
            output_valid = 1;
        8'd20:
            output_valid = 1;
        8'd10:
            output_valid = 1;
        8'd0:
            output_valid = 1;
        default:
            output_valid = 0;
    endcase
end
assign total[7] = snack_num[31:28] * price[31:28];
assign total[6] = snack_num[27:24] * price[27:24];
assign total[5] = snack_num[23:20] * price[23:20];
assign total[4] = snack_num[19:16] * price[19:16];
assign total[3] = snack_num[15:12] * price[15:12];
assign total[2] = snack_num[11: 8] * price[11: 8];
assign total[1] = snack_num[7 : 4] * price[7 : 4];
assign total[0] = snack_num[3 : 0] * price[3 : 0];
assign f7_6 = (total[7] > total[6]) ? 1'd1 : 1'd0; 
assign f7_5 = (total[7] > total[5]) ? 1'd1 : 1'd0;
assign f7_4 = (total[7] > total[4]) ? 1'd1 : 1'd0;
assign f7_3 = (total[7] > total[3]) ? 1'd1 : 1'd0;
assign f7_2 = (total[7] > total[2]) ? 1'd1 : 1'd0;
assign f7_1 = (total[7] > total[1]) ? 1'd1 : 1'd0;
assign f7_0 = (total[7] > total[0]) ? 1'd1 : 1'd0;
assign addr_7 = f7_0 + f7_1 + f7_2 + f7_3 + f7_4 + f7_5 + f7_6;
assign f6_7 = ~f7_6;
assign f6_5 = (total[6] > total[5]) ? 1'd1 : 1'd0;
assign f6_4 = (total[6] > total[4]) ? 1'd1 : 1'd0;
assign f6_3 = (total[6] > total[3]) ? 1'd1 : 1'd0;
assign f6_2 = (total[6] > total[2]) ? 1'd1 : 1'd0;
assign f6_1 = (total[6] > total[1]) ? 1'd1 : 1'd0;
assign f6_0 = (total[6] > total[0]) ? 1'd1 : 1'd0;
assign addr_6 = f6_7 + f6_5 + f6_4 + f6_3 + f6_2 + f6_1 + f6_0;
assign f5_7 = ~f7_5;
assign f5_6 = ~f6_5;
assign f5_4 = (total[5] > total[4]) ? 1'd1 : 1'd0;
assign f5_3 = (total[5] > total[3]) ? 1'd1 : 1'd0;
assign f5_2 = (total[5] > total[2]) ? 1'd1 : 1'd0;
assign f5_1 = (total[5] > total[1]) ? 1'd1 : 1'd0;
assign f5_0 = (total[5] > total[0]) ? 1'd1 : 1'd0;
assign addr_5 = f5_7 + f5_6 + f5_4 + f5_3 + f5_2 + f5_1 + f5_0;
assign f4_7 = ~f7_4;
assign f4_6 = ~f6_4;
assign f4_5 = ~f5_4;
assign f4_3 = (total[4] > total[3]) ? 1'd1 : 1'd0;
assign f4_2 = (total[4] > total[2]) ? 1'd1 : 1'd0;
assign f4_1 = (total[4] > total[1]) ? 1'd1 : 1'd0;
assign f4_0 = (total[4] > total[0]) ? 1'd1 : 1'd0;
assign addr_4 = f4_7 + f4_6 + f4_5 + f4_3 + f4_2 + f4_1 + f4_0;
assign f3_7 = ~f7_3;
assign f3_6 = ~f6_3;
assign f3_5 = ~f5_3;
assign f3_4 = ~f4_3;
assign f3_2 = (total[3] > total[2]) ? 1'd1 : 1'd0;
assign f3_1 = (total[3] > total[1]) ? 1'd1 : 1'd0;
assign f3_0 = (total[3] > total[0]) ? 1'd1 : 1'd0;
assign addr_3 = f3_7 + f3_6 + f3_5 + f3_4 + f3_2 + f3_1 + f3_0;
assign f2_7 = ~f7_2;
assign f2_6 = ~f6_2;
assign f2_5 = ~f5_2;
assign f2_4 = ~f4_2;
assign f2_3 = ~f3_2;
assign f2_1 = (total[2] > total[1]) ? 1'd1 : 1'd0;
assign f2_0 = (total[2] > total[0]) ? 1'd1 : 1'd0;
assign addr_2 = f2_7 + f2_6 + f2_5 + f2_4 + f2_3 + f2_1 + f2_0;
assign f1_7 = ~f7_1;
assign f1_6 = ~f6_1;
assign f1_5 = ~f5_1;
assign f1_4 = ~f4_1;
assign f1_3 = ~f3_1;
assign f1_2 = ~f2_1;
assign f1_0 = (total[1] > total[0]) ? 1'd1 : 1'd0;
assign addr_1 = f1_7 + f1_6 + f1_5 + f1_4 + f1_3 + f1_2 + f1_0;
assign f0_7 = ~f7_0;
assign f0_6 = ~f6_0;
assign f0_5 = ~f5_0;
assign f0_4 = ~f4_0;
assign f0_3 = ~f3_0;
assign f0_2 = ~f2_0;
assign f0_1 = ~f1_0;
assign addr_0 = f0_7 + f0_6 + f0_5 + f0_4 + f0_3 + f0_2 + f0_1;
always @(*) begin
    total_sort[7] = 0;
    total_sort[6] = 0;
    total_sort[5] = 0;
    total_sort[4] = 0;
    total_sort[3] = 0;
    total_sort[2] = 0;
    total_sort[1] = 0;
    total_sort[0] = 0;
    total_sort[addr_7] = total[7];
    total_sort[addr_6] = total[6];
    total_sort[addr_5] = total[5];
    total_sort[addr_4] = total[4];
    total_sort[addr_3] = total[3];
    total_sort[addr_2] = total[2];
    total_sort[addr_1] = total[1];
    total_sort[addr_0] = total[0];
end
always @(*) begin
    buy[7] = input_money-total_sort[7];
    buy[6] = buy[7]-total_sort[6];
    buy[5] = buy[6]-total_sort[5];
    buy[4] = buy[5]-total_sort[4];
    buy[3] = buy[4]-total_sort[3];
    buy[2] = buy[3]-total_sort[2];
    buy[1] = buy[2]-total_sort[1];
    buy[0] = buy[1]-total_sort[0];
end
always @(*)
begin
    if(buy[6]>buy[7])
        remain = buy[7];
    else if(buy[5]>buy[6])
        remain = buy[6];
    else if(buy[4]>buy[5])
        remain = buy[5];
    else if(buy[3]>buy[4])
        remain = buy[4];
    else if(buy[2]>buy[3])
        remain = buy[3];
    else if(buy[1]>buy[2])
        remain = buy[2];
    else if(buy[0]>buy[1])
        remain = buy[1];
    else
        remain = buy[0];
end
assign out_change = (output_valid && (input_money >= total_sort[7])) ? remain : input_money;
endmodule
==> impl_metrics.ini <==
; generated from flow reports
[sta]
max_freq_ghz = 0.0276
tns_ps = 0
min_period_over_period_pct = 83.1
hold_viol = 0
grt_setup_unrepaired = false
fin_ws_ps = 7410
finalMaxSlewViolations = 0
tightest_slew_ps = 849
slew_headroom_pct = 43.3
setup_viol = 0
period_minus_slack_ps = 36290

[global_routing]
grt_max_degree = 20
use_met2_pct = 32.5
grt_pass1_vias = 20220
gr-total-overflow = 0
gr-usage-all-layers_pct = 21.7
grt_use_met1_pct = 31.5
antenna_found_initial = 0
grt_first_pass_wirelength_um = 120000
gr-usage-met3_pct = 4.12
busiest_layer = met2

[worst_hold_path]
min_path_type = input port to primary output
whs_path_depth = 4

[run]
max_cap_violations = 0
warning_count = 47

[floorplanning]
fp_util_pct = 30.5
chip_area_um2 = 72600
num_rows = 97
coreArea_um2 = 70400
die_x_um = 269
die_h_um = 269
floorplan.io_pins = 147

[route]
vias = 21399
num_antenna_cells = 0
firstDrtPassIters = 7
drtIter0Drc = 1908
antenna_left = 0
drc_errors = 0
wire_per_inst_um = 20.0
avgViaCountPerCell = 5.47
routed_wl_um = 78300

[yosys]
topCellsByArea = ha_1, fa_1, a21oi_1
yosysChipArea_um2 = 21500
ys_cells = 2854
ys_warn_count = 3
synth_cell_types = 98
synth_area_um2 = 21500
largest_area_cell = ha_1
synth_seq_share_pct = 0
common_cells = ha_1, inv_1, a21oi_1
top_cell_area_share_pct = 27.1
yosys.cell_count.top_type = ha_1
synth_cells = 2854
postSynthAreaPerCell_um2 = 7.52

[placement]
dp_hpwl_um = 63800
pre_cts_ws_ps = 7690
gp_congestion = 1.03
io_buffer_count = 147
place_area_um2 = 24300

[layout]
clock_buffers = 0
final_area_um2 = 24300
fillers = 7396
ff_count = 0
logic_area_um2 = 19900
synthToLayoutAreaGrowth_pct = 13.1
ff_latch_area_um2 = 0
drive_above_1_share_pct = 4.38

[worst_setup_path]
slowest_stage = clkinv_1
crit_required_ps = 34960
end_kind = primary output
cpPeakStageDelay_ps = 650
path_class = input port to primary output
start_kind = input port
cp_max_fo = 15
cp.arrival_ps = 27550

[clock_network]
ctsResizeCount = 0
postCtsHoldBufs = 0
cts_setup_buffers = 0

[run_status]
status = finished, final reports clean
==> cell families after synthesis <==
| logic type | after synthesis | share of synthesized area (%) |
|---|---|---|
| buf+inv | 422 | 7.51 |
| mux | 12 | 0.577 |
| simple gates | 788 | 19.2 |
| compound gates | 935 | 28.9 |
| xor+xnor | 101 | 4.41 |
| fa+ha+maj | 596 | 39.3 |
==> layout by cell type, fill, tap and decap left out, types with 35 or more instances in the layout <==
cell type        netlist  final
ha_1                 464    464
nor2_1               188    188
inv_1                304    304
buf_4                  1     81
nand2_1              137    137
a21oi_1              247    247
fa_1                 131    131
o211ai_1              66     66
nand4_1               35     35
o21ai_0              159    159
a21o_1                58     58
nand3_1               74     74
and2_1                93     93
clkdlybuf4s50_1        0    147
xnor2_1               55     55
a221oi_1              44     44
xor2_1                40     40
o21a_1                56     56
nand2b_1              61     61
nor2b_1               58     58
a211oi_1             151    151
==> through the flow <==
stage	instances	hold slack [ps]	utilization, %
after detailed placement	3909	18530	34.5
after CTS	3909	18530	34.5
after global routing	3909	18570	34.5
after global placement	3909	18530	34.5
final	3909	18520	34.5
after floorplan	2854	17560	-
==> final timing paths <==
check | start | end | slack, ps
max | snack_num[20] | out_change[0] | 7410
min | input_money[8] | out_change[8] | 18520
==> area by class of cell <==
class	count	area share, %
Multi-Input combinational cell	2432	81.8
Timing Repair Buffer	228	8.57
Tap cell	940	4.85
Inverter	309	4.78
==> routing by layer <==
| layer | wire (um) | part of all wire, % |
|---|---|---|
| met5 | 0 | 0 |
| met4 | 3250 | 4.1 |
| met3 | 6040 | 7.7 |
| met2 | 33100 | 42 |
| met1 | 36000 | 46 |
==> critical path: cells and delay by family <==
family / cells / cell delay (ps)
compound gates: 22 / 4430
xor+xnor: 8 / 2920
fa+ha+maj: 16 / 6730
buf+inv: 12 / 2350
simple gates: 12 / 2350
