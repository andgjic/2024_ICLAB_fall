===== ./run.sh =====
#!/bin/bash
# OpenROAD 26Q1-2900-gdf79404cd8, Yosys 0.63+post, stock flow scripts
make -C /OpenROAD-flow-scripts/flow DESIGN_CONFIG=/design/flow/config.mk WORK_HOME=/design/flow/orfs finish

===== ./config.mk =====
export PLATFORM = sky130hd
export DESIGN_NAME = Ramen
export DESIGN_NICKNAME = Ramen
export VERILOG_FILES = /design/flow/design.v
export SDC_FILE = /design/flow/constraint.sdc
export NUM_CORES = 4
export LEC_CHECK = 1
export CORE_UTILIZATION = 30

===== ./constraint.sdc =====
current_design Ramen

set clk_period 13.0
set clk_io_pct 0.2

create_clock -name clk0 -period $clk_period [get_ports {clk}]

set non_clock_inputs [all_inputs -no_clocks]
set_input_delay [expr $clk_period * $clk_io_pct] -clock clk0 $non_clock_inputs
set_output_delay [expr $clk_period * $clk_io_pct] -clock clk0 [all_outputs]

===== ./design.v =====
module Ramen(
    input clk, 
    input rst_n, 
    input in_valid,
    input selling,
    input portion, 
    input [1:0] ramen_type,
    output reg out_valid_order,
    output reg success,
    output reg out_valid_tot,
    output reg [27:0] sold_num,
    output reg [14:0] total_gain
);
parameter TONKOTSU = 0;
parameter TONKOTSU_SOY = 1;
parameter MISO = 2;
parameter MISO_SOY = 3;
parameter NOODLE_INIT = 12000;
parameter BROTH_INIT = 41000;
parameter TONKOTSU_SOUP_INIT =  9000;
parameter MISO_INIT = 1000;
parameter SOY_SAUSE_INIT = 1500;
parameter s_IDLE          = 3'd0;  
parameter s_IN            = 3'd1; 
parameter s_OUT_STATUS    = 3'd2;
parameter s_OUT           = 3'd3;
integer i,j;
reg  [2:0] c_s,n_s;
reg  [5:0] cnt, in_cnt;
reg  port;
reg  [1:0] ramen;
reg  [13:0] noodle;
reg  [15:0] broth;
reg  [14:0] tonk_soup;
reg  [9:0]  miso;
reg  [10:0] soy_sause;
reg  [27:0] sold_number;
wire  [7:0] noodle_p;
reg   [9:0] broth_p;
reg   [7:0] tonk_soup_p;
reg   [6:0] soy_sause_p;
reg   [5:0] miso_p;
wire noodle_valid;
wire broth_valid;
wire tonk_soup_valid;
wire miso_valid;
wire soy_sause_valid;
wire success_valid;
wire start_flag;
assign noodle_valid =       (noodle     >= noodle_p)    ? 1 : 0;
assign broth_valid =        (broth      >= broth_p)     ? 1 : 0;
assign tonk_soup_valid =    (tonk_soup  >= tonk_soup_p) ? 1 : 0;
assign miso_valid =         (miso       >= miso_p)? 1 : 0;
assign soy_sause_valid =    (soy_sause  >= soy_sause_p)      ? 1 : 0;
assign success_valid = noodle_valid && broth_valid && tonk_soup_valid && soy_sause_valid && miso_valid;
wire  [13:0] noodle_b;
wire  [15:0] broth_b;
wire  [14:0] tonk_soup_b;
wire  [9:0]  miso_b;
wire  [10:0] soy_sause_b;
assign noodle_b     = (n_s == s_OUT_STATUS && success_valid) ? noodle - noodle_p         : noodle   ;
assign broth_b      = (n_s == s_OUT_STATUS && success_valid) ? broth  - broth_p          : broth    ;
assign tonk_soup_b  = (n_s == s_OUT_STATUS && success_valid) ? tonk_soup - tonk_soup_p   : tonk_soup;
assign miso_b       = (n_s == s_OUT_STATUS && success_valid) ? miso      - miso_p        : miso     ;
assign soy_sause_b  = (n_s == s_OUT_STATUS && success_valid) ? soy_sause - soy_sause_p   : soy_sause;
reg [6:0]  tonk_cnt;
reg [6:0]  tonksoy_cnt;
reg [6:0]  miso_cnt;
reg [6:0]  misosoy_cnt;
wire [6:0]  tonk_cnt_reg;
wire [6:0]  tonksoy_cnt_reg;
wire [6:0]  miso_cnt_reg;
wire [6:0]  misosoy_cnt_reg;
assign tonk_cnt_reg     = tonk_cnt + 1 ;
assign tonksoy_cnt_reg  = tonksoy_cnt + 1 ;
assign miso_cnt_reg     = miso_cnt + 1;
assign misosoy_cnt_reg  = misosoy_cnt + 1;
always @(posedge clk or negedge rst_n) begin
    if(!rst_n)
        tonk_cnt  <=  0;
    else if(c_s == s_OUT)
        tonk_cnt  <=  0;
    else if(ramen == 0 && success)
        tonk_cnt  <=  tonk_cnt_reg;
end
always @(posedge clk or negedge rst_n) begin
    if(!rst_n)
        tonksoy_cnt  <=  0;
    else if(c_s == s_OUT)
        tonksoy_cnt  <=  0;
    else if (ramen == 1 && success)
        tonksoy_cnt  <=  tonksoy_cnt_reg;
end
always @(posedge clk or negedge rst_n) begin
    if(!rst_n)
        miso_cnt  <=  0;
    else if(c_s == s_OUT)
        miso_cnt  <=  0;
    else if(ramen == 2 && success)
        miso_cnt  <=  miso_cnt_reg;
end
always @(posedge clk or negedge rst_n) begin
    if(!rst_n)
        misosoy_cnt  <=  0;
    else if(c_s == s_OUT)
        misosoy_cnt  <=  0;
    else if(ramen == 3 && success)
        misosoy_cnt  <=  misosoy_cnt_reg;
end
reg selling_delay;
always @(posedge clk) begin
    selling_delay <= selling;  
end
assign start_flag = selling && ~selling_delay;
always @(posedge clk or negedge rst_n) begin
    if(!rst_n)
    begin
        noodle <= 0;  
        broth  <= 0;
        tonk_soup <= 0;
        miso <= 0;
        soy_sause <= 0;
    end
    else if(start_flag || n_s == s_OUT)
    begin
        noodle <= NOODLE_INIT;  
        broth  <= BROTH_INIT;
        tonk_soup <= TONKOTSU_SOUP_INIT;
        miso <= MISO_INIT;
        soy_sause <= SOY_SAUSE_INIT;
    end
    else if(n_s == s_OUT_STATUS)
    begin
        noodle <= noodle_b;  
        broth  <= broth_b;
        tonk_soup <= tonk_soup_b;
        miso <= miso_b;
        soy_sause <= soy_sause_b;
    end
end
always @(posedge clk or negedge rst_n) begin
    if(!rst_n)
        ramen <= 0;
    else if(in_valid && in_cnt == 0)
        ramen <= ramen_type;  
end
always @(posedge clk or negedge rst_n) begin
    if(!rst_n)
        port <= 0;
    else if(in_valid && in_cnt == 1)
        port <= portion;  
end
always @(posedge clk or negedge rst_n)
begin
    if(!rst_n)
        in_cnt <= 0;
    else if(in_valid)
        in_cnt <= in_cnt + 1;
    else
        in_cnt <= 0;
end
always @(*)
begin
    case(c_s)
        s_IDLE:                                                      
            n_s = in_valid ? s_IN : s_IDLE;
        s_IN:                                                     
            n_s = in_valid ? s_IN : s_OUT_STATUS;
        s_OUT_STATUS:
            n_s = selling ? s_IDLE : s_OUT;
        s_OUT:
            n_s = s_IDLE;
        default:
            n_s = s_IDLE; 
    endcase
end
always @(posedge clk or negedge rst_n)
begin
    if(!rst_n)
        c_s <= s_IDLE;
    else
        c_s <= n_s;
end
always @(posedge clk or negedge rst_n)
begin
    if(!rst_n)
        out_valid_order <= 0;
    else if(n_s == s_OUT_STATUS)
        out_valid_order <= 1;
    else
        out_valid_order <= 0;
end
always @(posedge clk or negedge rst_n)
begin
    if(!rst_n)
        success <= 0;
    else if(n_s == s_OUT_STATUS && success_valid)
        success <= 1;
    else
        success <= 0;
end
always @(posedge clk or negedge rst_n)
begin
    if(!rst_n)
        out_valid_tot <= 0;
    else if(n_s == s_OUT)
        out_valid_tot <= 1;
    else
        out_valid_tot <= 0;
end
always @(*)
begin
    if(!rst_n)
        sold_num = 0;
    else if(c_s == s_OUT)
        sold_num = {tonk_cnt,tonksoy_cnt,miso_cnt, misosoy_cnt};
    else 
        sold_num = 0;
end
always @(*)
begin
    if(!rst_n)
        total_gain = 0;
    else if(c_s == s_OUT)
        total_gain = tonk_cnt*200 + tonksoy_cnt*250 + miso_cnt*200 + misosoy_cnt*250;
    else
        total_gain = 0;
end
assign noodle_p = port ? 150 : 100;
always @(*) begin
    if(port)
    begin
        case(ramen)
        0: broth_p = 500;
        1: broth_p = 500;
        2: broth_p = 650;
        3: broth_p = 500;
        default: broth_p = 0;
        endcase
    end
    else
    begin
        case(ramen)
        0: broth_p = 300;
        1: broth_p = 300;
        2: broth_p = 400;
        3: broth_p = 300;
        default: broth_p = 0;
        endcase
    end
end
always @(*) begin
    if(port)
    begin
        case(ramen)
        0: tonk_soup_p = 200;
        1: tonk_soup_p = 150;
        2: tonk_soup_p = 0;
        3: tonk_soup_p = 100;
        default: tonk_soup_p = 0;
        endcase
    end
    else
    begin
        case(ramen)
        0: tonk_soup_p = 150;
        1: tonk_soup_p = 100;
        2: tonk_soup_p = 0;
        3: tonk_soup_p = 70;
        default: tonk_soup_p = 0;
        endcase
    end
end
always @(*) begin
    if(port)
    begin
        case(ramen)
        0: soy_sause_p = 0;
        1: soy_sause_p = 50;
        2: soy_sause_p = 0;
        3: soy_sause_p = 25;
        default: soy_sause_p = 0;
        endcase
    end
    else
    begin
        case(ramen)
        0: soy_sause_p = 0;
        1: soy_sause_p = 30;
        2: soy_sause_p = 0;
        3: soy_sause_p = 15;
        default: soy_sause_p = 0;
        endcase
    end
end
always @(*) begin
    if(port)
    begin
        case(ramen)
        0: miso_p = 0;
        1: miso_p = 0;
        2: miso_p = 50;
        3: miso_p = 25;
        default: miso_p = 0;
        endcase
    end
    else
    begin
        case(ramen)
        0: miso_p = 0;
        1: miso_p = 0;
        2: miso_p = 30;
        3: miso_p = 15;
        default: miso_p = 0;
        endcase
    end
end
endmodule

==> impl_metrics.env <==
# flow metrics
export IMPL_rsz0062_at_grt="no"
export IMPL_ys_cells=1262
export IMPL_ant_nets=0
export IMPL_synthDistinctLibCells=70
export IMPL_synthTopCellsByArea="dfrtp_1 (23%), ha_1 (20%), fa_1 (12%)"
export IMPL_gp_congestion=0.919
export IMPL_row_count=71
export IMPL_worstReg2RegEnd="noodle[4]"
export IMPL_top_regs="broth: 15 flops, tonk_soup: 14 flops, noodle: 13 flops"
export IMPL_wl_per_cell_um=14.3
export IMPL_syn2layout_area_growth_pct=11.7
export IMPL_maxSlewViolCount=0
export IMPL_cts_hold_buf=0
export IMPL_outcome="finished clean"
export IMPL_clock_fmax_mhz=101
export IMPL_tightest_slew_ns=0.779
export IMPL_cts_tree="yes"
export IMPL_drive_above_1_share_pct=3.41
export IMPL_yosys_warnings=1
export IMPL_crit_path_max_fanout=10
export IMPL_grt_pass1_vias=8396
export IMPL_worst_clock_skew_ns=0.0229
export IMPL_die_h_um=197
export IMPL_pin_count=53
export IMPL_drc=0
export IMPL_postSynthCellCount=1262
export IMPL_r2r_start="port"
export IMPL_clockPowerShare_pct=18.3
export IMPL_ys_sh_simple_pct=17.4
export IMPL_pwr_share_comb_pct=57.1
export IMPL_num_antenna_cells=0
export IMPL_comb_area_mm2=0.00789
export IMPL_fp_util_pct=30.4
export IMPL_setup_viol=0
export IMPL_wirelength_mm=25.7
export IMPL_critPathArrivalTime_ns=7.31
export IMPL_cts_max_level=3
export IMPL_fin_crit_sh_pct=76.2
export IMPL_logic_family="adder cells"
export IMPL_min_delay_start="in_cnt[0]"
export IMPL_fin_tns_setup_ns=0
export IMPL_hold_viol=0
export IMPL_cts_buffers=9
export IMPL_dpl_hpwl_mm=19.7
export IMPL_overflow=0
export IMPL_fill_cells=3841
export IMPL_cts_resized=0
export IMPL_leakage_nw=6.09
export IMPL_syn_area_per_cell_um2=9.04
export IMPL_swShare_pct=45.2
export IMPL_postPlaceCellArea_mm2=0.0124
export IMPL_postCtsSetupBuffers=0
export IMPL_maxCapViolCount=0
export IMPL_cts_buffer_depth=2
export IMPL_post_route_util_pct=33.9
export IMPL_coreArea_mm2=0.0376
export IMPL_dieArea_mm2=0.0388
export IMPL_grt_max_degree=72
export IMPL_port_buffers=51
export IMPL_regMostFlops="broth"
export IMPL_placed_cells=1787
export IMPL_globalRouteTotalUtil_pct=14.2
export IMPL_p_int_uw=905
export IMPL_power_mw=1.65
export IMPL_warnings=46
export IMPL_compound_area_share_pct=11.5
export IMPL_synth_edff_count=0
export IMPL_synthMuxAreaShare_pct=1.79
export IMPL_fa_ha_area_share_pct=31.5
export IMPL_ys_seq_elements=108
export IMPL_top_area_cell="dfrtp_1"
export IMPL_ys_seq_share_pct=23.6
export IMPL_synth_async_sr_flop_share_pct=99.1
export IMPL_worstSetupEndpointType="primary output"
export IMPL_vias_per_cell=4.81
export IMPL_cp_required_ns=10.40
export IMPL_clkTransAtPathRegs_ns=0.09
export IMPL_clock_sinks=108
export IMPL_period_minus_slack_ns=9.91
export IMPL_final_seq_area_mm2=0.00270
export IMPL_peakVddDrop_v=0.000120
export IMPL_antenna_found_initial=0
export IMPL_xor_area_share_pct=6.80
export IMPL_power_per_cell_area_mw_per_mm2=130
export IMPL_stdcell_count=1803
export IMPL_die_width_um=197
export IMPL_seqPwrFrac_pct=24.6
export IMPL_min_to="in_cnt[0]"
export IMPL_clock_root_buffer="clkbuf_16"
export IMPL_ys_flop_type="dfrtp_1"
export IMPL_first_iter_violations=363
export IMPL_syn_area_mm2=0.0114
export IMPL_stdcell_area_mm2=0.0128
export IMPL_whs_path_depth=1
export IMPL_insertion_delay_ns=0.38
export IMPL_num_vias=8678
export IMPL_top_cell_area_share_pct=23.2
export IMPL_grt_pass1_wl_mm=43.2
export IMPL_r2r_slack_ns=8.06
export IMPL_ys_chip_area_mm2=0.0114
export IMPL_setup_worst_path_class="reg -> out"
export IMPL_hold_class="reg -> reg"
export IMPL_relSlewSlack_pct=47.4
export IMPL_cp_start_kind="flip-flop"
export IMPL_largest_reg_flops=15
export IMPL_firstDrtPassIters=5
export IMPL_ff2ff_path_depth=14
export IMPL_net_switching_power_uw=746
[power groups by stage]
stage	clock [mW]	sequential [mW]	combinational, mW
4_1_cts	0.314	0.407	0.957
5_1_grt	0.323	0.414	1.09
6_report	0.302	0.406	0.943
[critical path, cell delays in order, from the launching register on]
cell	delay, ns
dfrtp_1	0.55
fa_1	0.66
xor2_1	0.16
ha_1	0.25
inv_1	0.07
fa_1	0.44
fa_1	0.52
inv_1	0.04
ha_1	0.29
inv_1	0.11
o21bai_1	0.08
a21oi_1	0.22
o21bai_1	0.09
a21oi_1	0.24
nor4b_1	0.25
nor3_1	0.11
fa_1	0.52
fa_1	0.55
inv_1	0.04
ha_1	0.20
or3_1	0.33
o21ai_0	0.08
a31oi_1	0.07
xnor2_1	0.18
xnor3_1	0.23
nor2_1	0.12
clkdlybuf4s50_1	0.50
[cell usage in the layout (no fill, tap or decap), types with 16 or more instances in the layout]
| cell type | synthesis | final |
|---|---|---|
| dfrtp_1 | 106 | 106 |
| nand2b_1 | 16 | 16 |
| nor2_1 | 108 | 108 |
| nor3_1 | 17 | 17 |
| xor2_1 | 28 | 28 |
| ha_1 | 182 | 182 |
| a21oi_1 | 60 | 59 |
| nand4_1 | 20 | 20 |
| nand3_1 | 53 | 53 |
| clkdlybuf4s50_1 | 0 | 50 |
| fa_1 | 66 | 66 |
| inv_1 | 164 | 164 |
| nand2_1 | 45 | 45 |
| o21ai_0 | 46 | 46 |
| or4_1 | 21 | 20 |
| mux2i_1 | 17 | 17 |
| a21o_1 | 17 | 17 |
| nor2b_1 | 18 | 18 |
| xnor2_1 | 58 | 58 |
[Yosys cell counts (6+ instances only)]
| library cell | instances |
|---|---|
| a211oi_1 | 8 |
| a21o_1 | 17 |
| a21oi_1 | 60 |
| a31oi_1 | 6 |
| and2_1 | 11 |
| and3_1 | 14 |
| buf_2 | 8 |
| clkbuf_1 | 31 |
| dfrtp_1 | 106 |
| fa_1 | 66 |
| ha_1 | 182 |
| inv_1 | 164 |
| mux2i_1 | 17 |
| nand2_1 | 45 |
| nand2b_1 | 16 |
| nand3_1 | 53 |
| nand4_1 | 20 |
| nor2_1 | 108 |
| nor2b_1 | 18 |
| nor3_1 | 17 |
| nor4_1 | 13 |
| o21a_1 | 13 |
| o21ai_0 | 46 |
| o21ai_1 | 12 |
| o31ai_1 | 15 |
| or3_1 | 15 |
| or4_1 | 21 |
| xnor2_1 | 58 |
| xor2_1 | 28 |
[area by class of cell]
cell class              instances  area share [%]
inverters                     164            4.83
flip-flops and latches        108            21.2
multi-input cells             942            61.9
well taps                     511            5.01
clock buffers                   9            1.77
repair buffers                 62            4.63
clock inverters                 7           0.736
[how the worst max path moves through the flow]
stage / from / to / slack [ns] / depth (start not counted)
after CTS: misosoy_cnt[0] / total_gain[14] / 2.98 / 26
after global routing: misosoy_cnt[0] / total_gain[14] / 2.55 / 26
final: misosoy_cnt[0] / total_gain[14] / 3.09 / 26
[kinds of logic after synthesis]
kind of cell	count (synthesis)
and+or+nand+nor	379
adders and majority gates	248
buffers and inverters	212
AOI/OAI and AO/OA	207
DFF	108
xor gates and xnor gates	87
muxes	20
other	1
[metrics by stage]
| stage | setup WS [ns] | hold slack [ns] |
|---|---|---|
| finish | 3.09 | 0.518 |
| detailed placement | 3.42 | 0.501 |
| CTS | 2.98 | 0.518 |
| floorplan | 4.41 | 0.457 |
| global placement | 3.48 | 0.481 |
| global route | 2.55 | 0.550 |
[per-layer routing]
metal  routed length [um]  share of wire (%)  up-vias  track usage [%]
met4                  257                1.0        0             1.15
met3                 1550                6.0       15             3.76
met5                    0                  0        -                0
met1                12300                 48     4127             21.1
met2                11600                 45      152             22.1
li1                     -                  -     4384                -
